==> design/flow/design.v <==
module btn_ecp5pll_phase
#(
  parameter c_debounce_bits = 16
)
(
  input  clk,          
  input  inc, dec,     
  output [7:0] phase,  
  output phasedir, phasestep, phaseloadreg
);
  reg [c_debounce_bits-1:0] R_debounce;
  reg  [1:0] R_btn, R_btn_prev;
  reg        R_new;
  always @(posedge clk)
  begin
    if(R_debounce[c_debounce_bits-1])
    begin
      if(R_btn != R_btn_prev)
      begin
        R_debounce <= 0;
        R_new <= 1;
      end
      R_btn[1] <= inc;
      R_btn[0] <= dec;
      R_btn_prev <= R_btn;
    end
    else
    begin
      R_debounce <= R_debounce + 1;
      R_new <= 0;
    end
  end
  wire S_inc = R_btn[1];
  wire S_dec = R_btn[0];
  reg R_phasedir, R_phasestep, R_phasestep_early;
  always @(posedge clk)
  begin
    if(R_new)
    begin
      R_phasedir        <= S_inc | S_dec ? S_inc : R_phasedir;
      R_phasestep_early <= S_inc | S_dec;
    end
    R_phasestep <= R_phasestep_early;
  end
  assign phasedir     = R_phasedir;
  assign phasestep    = R_phasestep;
  assign phaseloadreg = 1'b0;  
  reg [7:0] R_phase = 0;
  always @(posedge clk)
  begin
    if(R_phasestep_early == 1 && R_phasestep == 0)
      R_phase <= R_phasedir ? R_phase + 1 : R_phase - 1;
  end
  assign phase = R_phase;  
endmodule
==> design/flow/run.sh <==
#!/bin/bash
# OpenROAD 26Q1-2900-gdf79404cd8, Yosys 0.63+post, stock flow scripts
make -C /OpenROAD-flow-scripts/flow DESIGN_CONFIG=/design/flow/config.mk WORK_HOME=/design/flow/orfs finish
==> design/flow/config.mk <==
export PLATFORM = sky130hd
export DESIGN_NAME = btn_ecp5pll_phase
export DESIGN_NICKNAME = btn_ecp5pll_phase
export VERILOG_FILES = /design/flow/design.v
export SDC_FILE = /design/flow/constraint.sdc
export NUM_CORES = 4
export LEC_CHECK = 1
export CORE_UTILIZATION = 30
==> design/flow/constraint.sdc <==
current_design btn_ecp5pll_phase

set clk_period 2.9
set clk_io_pct 0.2

create_clock -name clk0 -period $clk_period [get_ports {clk}]

set non_clock_inputs [all_inputs -no_clocks]
set_input_delay [expr $clk_period * $clk_io_pct] -clock clk0 $non_clock_inputs
set_output_delay [expr $clk_period * $clk_io_pct] -clock clk0 [all_outputs]
==> out/qor.yml <==
h_tree_level_count: 2
synth.yosys.seq_area_share_pct: 56.4
number_of_antenna_violations_at_the_first_check_in_global_routing: 0
fin_worst_skew_ps: 6.78
ioPinCount: 14
timing.critical_path.required_ps: 2940
yosysWarningCount: 1
hold_viol_final: 0
critical-path-max-stage-delay_ps: 380
cap_violations: 0
finalSetupTns_ps: 0
count_of_clock_tree_sinks: 32
cts_tree: "done"
cell_area_after_placement_um2: 1850
post-route-min-period_ps: 1840
drt_wl_total_mm: 2.50
run_status: "finished clean"
holdPathStages: 0
die_height_um: 76.2
critical_path.endpoint_type: "register"
port_buffers: 12
ys_cells: 130
design.core.area_um2: 5200
critical_path.reg2reg.endpoint: "R_phase[7]$_DFFE_PP_"
critical_path.reg2reg.startpoint: "R_phasedir$_DFFE_PP_"
crit_path_start_kind: "register"
worstHoldPathType: "reg -> reg"
clock_path_buffers: 2
reg2regPathDepth: 6
finalWeightedCongestion: 0.808
finalWorstSetupSlack_ps: 1060
viasPerCell: 4.57
synthTopCellsByArea: "edfxtp_1 (53%), xnor2_1 (6.9%), ha_1 (5.3%), xor2_1 (4.2%), nor2_1 (3.9%)"
placement_rows: 26
tritoncts.num_buffers: 5
chipArea_um2: 5810
postSynthRegisterBits: 32
met3_demand_to_capacity_share_in_global_routing_pct: 3.16
timing.critical_path.arrival_ps: 1880
regToRegSetupSlack_ps: 1060
detail_route.iter0.violations: 53
cts_setup_buffers: 0
netlist_area_um2: 1650
grt_setup_unrepaired: "no"
use_met2_pct: 14.5
drt_drc_violations_left: 0
num_vias: 996
timing.fmax_mhz: 544
cp.buffers_inverters: 1
dr.pass1.iters: 4
floorplan.initialDensity_pct: 31.7
netlist_instances: 130
clock_tree.root_cell: "clkbuf_8"
holdCritStartpoint: "R_phasestep_early$_DFFE_PP_"
wire_per_inst_um: 11.5
avgSynthCellArea_um2: 12.7
timing_worst_setup_path_type: "reg -> reg"
holdBufCountCts: 0
largest_fanout_on_the_critical_path: 7
fin_area_um2: 1940
period_used_pct: 63.3
stage_log_warnings: 25
vdd_drop_max_v: 0.000464
yosysTopAreaCell: "edfxtp_1"
timing.slew.headroom_pct: 47.8
cts-resized-gates: 0
number_of_pins_exceeding_their_max_slew_limit_in_the_final_report: 0
cpMaxStageDelayCell: "edfxtp_1"
total_power_mw: 1.13
crit_chain: "inv_1 -> ha_1 -> nand2_1 -> o311ai_2 -> o31ai_2 -> xnor2_1"
cpLargestDelayFamily: "AND-OR/OR-AND gates"
area_delta_synth_final_pct: 17.4
top_area_share_pct: 52.7
max_slew.worst_pin.slew_ps: 782
power.density_nw_per_um2: 580
clk-insertion-delay-late_ps: 290
synth_cell_types: 37
clk_pin_slew_ps: 70
grt_pass1_wl_mm: 4.31
drt.antenna.violating_nets: 0
place.detailed.hpwl_mm: 1.71
diodes: 0
dp_worst_setup_slack_ps: 1060
synth-area-yosys_um2: 1650
grt_pass1_vias: 980
aggregate_global_route_resource_usage_pct: 9.49
gr-usage-met1_pct: 14.2
min_to: "R_phasestep$_DFF_P_"
leakage_power_figure_nw: 0.709
dieWidth_um: 76.2
drive_above_1_share_pct: 12.8
grt_start_max_net_pins: 24
grt_busiest_layer: "met2"
grt_remaining_overflow: 0
report.final.setup_viol: 0
timing.hold.ws_ps: 366
kinds of logic (layout without fill, tap and decap cells):
logic type                 after synthesis  count (layout)  synth area share (%)
adders and majority gates                8               8                  6.51
and+or+nand+nor                         48              48                  17.7
AOI/OAI and AO/OA                       13              13                  6.21
DFF                                     32              32                  56.4
xor gates and xnor gates                21              21                  11.1
buffers and inverters                    7              25                  1.82
other                                    1               1                 0.227
routing by layer:
| metal | part of all wire (%) | vias up |
|---|---|---|
| li1 | - | 502 |
| met1 | 49 | 476 |
| met2 | 46 | 18 |
| met3 | 4.8 | 0 |
| met4 | 0 | 0 |
| met5 | 0 | - |
where the power goes:
group | internal [mW] | leakage [nW] | switching [mW]
clock | 0.167 | 0.0479 | 0.170
sequential | 0.578 | 0.323 | 0.0822
combinational | 0.0594 | 0.339 | 0.0692
stage by stage:
stage | std cells | utilization (%)
2_1_floorplan | 130 | -
3_3_place_gp | 210 | 35.6
3_5_place_dp | 210 | 35.6
4_1_cts | 218 | 37.3
5_1_grt | 218 | 37.3
6_report | 218 | 37.3
layout make-up:
class	instances	area, um2
timing repair buffer	13	128
tap	70	87.6
sequential	32	931
clock inverter	3	18.8
inverter	4	15.0
multi-input combinational	91	691
clock buffer	5	68.8
fill	494	3270
synthesized netlist by cell type:
cell type and n:
nor2_1 17, nor3_4 1, xnor2_1 13, o211ai_1 1, o21a_1 1, nor3_2 1
dfxtp_1 3, nand2_1 6, inv_1 3, or2_2 1, nand4_2 1, a21o_1 1
o311ai_2 1, and3_1 1, and2_1 1, buf_4 1, nand3_1 6, nand4_1 2
a31o_1 1, ha_1 7, clkbuf_1 1, o21ai_0 1, a211oi_2 1, fa_1 1
nor4_4 1, o31ai_2 1, buf_1 1, a21oi_1 4, nand2b_1 3, nor2b_1 3
xor2_1 8, inv_2 1, o21ai_1 1, conb_1 1, edfxtp_1 29, and4_1 3
nand4_4 1
worst max-delay path by stage:
stage                                 from                   end  slack, ps  depth (start not counted)
after CTS             R_phase[0]$_DFFE_PP_              phase[0]       1040                          1
after global routing  R_phasedir$_DFFE_PP_  R_phase[7]$_DFFE_PP_        940                          6
final                 R_phasedir$_DFFE_PP_  R_phase[7]$_DFFE_PP_       1060                          6
placed cells by master, fill, tap and decap left out, types with 4 or more instances in the layout:
master	count
a21oi_1	4
xor2_1	8
nor2_1	17
edfxtp_1	29
nand3_1	6
clkbuf_8	5
ha_1	7
xnor2_1	13
nand2_1	6
clkdlybuf4s50_1	12
worst register-to-register path: stages (launching register included):
cell	delay (ps)
edfxtp_1	380
inv_1	150
ha_1	370
nand2_1	100
o311ai_2	370
o31ai_2	100
xnor2_1	120
registers in the layout, summed over array words and instances, names as in the netlist:
signal / cells
R_btn_prev: 2
R_debounce: 16
R_phasestep_early: 1
R_phase: 8
R_btn: 2
R_new: 1
R_phasestep: 1
R_phasedir: 1
Power is estimated from default activity; no workload was simulated.
