--- ./design.v ---
module vgaout
(
	input clk,
	input clk_en,
	input [31:0] rez1,
	input [31:0] rez2,
	input [15:0] freq,
	input [15:0] elapsed,
	input  [7:0] mark,
	output reg hs,
	output reg vs,
	output reg de,
	output reg [1:0] b,
	output reg [1:0] r,
	output reg [1:0] g
);
localparam HSYNC_BEG   = 12'd0;
localparam HSYNC_END   = 12'd62;
localparam HSCRN_BEG   = 12'd128;
localparam HREZ        = 12'd240;
localparam HSCRN_END   = 12'd848;
localparam HMAX        = 12'd858;
localparam VSYNC_BEG   = 12'd0;
localparam VSYNC_END   = 12'd6;
localparam VSCRN_BEG   = 12'd30;
localparam VREZ4       = 12'd96;
localparam VREZ3       = 12'd112;
localparam VREZ1       = 12'd240;
localparam VREZ2       = 12'd368;
localparam VSCRN_END   = 12'd510;
localparam VMAX        = 12'd525;
reg [11:0] hcount, vcount;
reg hscr, vscr, nextline;
reg [31:0] r1, r2, r3;
reg [7:0] r4;
reg [5:0] xr;
reg [3:0] yr;
wire [3:0] rn;
wire rezpix;
assign rn = (vcount>=VREZ2) ? r2[31:28] : (vcount>=VREZ1) ? r1[31:28] : r3[31:28];
wire pix = (vcount<VREZ3) ? mpix : rezpix;
wire [5:0] pixcolor = (vcount>=VREZ2) ? 6'b001100 : (vcount>=VREZ1) ? 6'b110000 : (vcount>=VREZ3) ? 6'b111100 : 6'b110011;
hexnum digs
(
	.value(rn),
	.x({xr[2],xr[1]|xr[0]}),
	.y({yr[3:2],yr[1]|yr[0]}),
	.hide(vcount<VREZ1 && xr[5:3]==4),
	.image(rezpix)
);
wire mpix = ({xr[2],xr[1]|xr[0]} <= 2) && ((vcount>>3) == (VREZ4>>3)) && r4[7];
always @(posedge clk) 
if(clk_en)
begin
	if (hcount==HMAX) hcount <= 9'd0;
		else hcount <= hcount + 9'd1;
	if (hcount==HSCRN_END) begin
		hscr <= 1'b0;
		de <= 0;
	end else if (hcount==HSCRN_BEG) begin
		hscr <= 1'b1;
		de <= vscr;
	end
	if (hcount==HSYNC_BEG) begin
		nextline <= 1'b1;
		hs <= 1'b0;                   
	end
	else
	begin
		nextline <= 1'b0;
		if (hcount==HSYNC_END)
			hs <= 1'b1;
	end
	if (hcount==HREZ) begin
		xr <= 6'd0;
		r1 <= rez1;
		r2 <= rez2;
		r3 <= {elapsed, freq};
		r4 <= mark;
	end
	else if ( (!hcount[2:0]) && (xr!=6'h3f) ) begin
		xr <= xr + 6'd1;
		if (xr[2:0]==3'd7) begin
			r1[31:4] <= r1[27:0];
			r2[31:4] <= r2[27:0];
			r3[31:4] <= r3[27:0];
			r4[7:1]  <= r4[6:0];
		end
	end
	if (nextline) begin
		if (vcount==VMAX)
			vcount <= 9'd0;
		else
			vcount <= vcount + 9'd1;
		if (vcount==VSCRN_END)
			vscr <= 1'b0;
		else if (vcount==VSCRN_BEG)
			vscr <= 1'b1;
		if (vcount==VSYNC_BEG)
			vs <= 1'b1;                  
		else if (vcount==VSYNC_END)
			vs <= 1'b0;
		if ( (vcount==VREZ1) || (vcount==VREZ2) || (vcount==VREZ3))
			yr <= 4'd0;
		else if ( (vcount[2:0]==3'b000) && (yr!=4'hf) )
			yr <= yr + 4'd1;
	end
	{g,r,b} <= pix ? pixcolor : (hscr&vscr) ? 6'b000001 : 6'b000000;
end
endmodule
module hexnum
(
	input  [3:0] value,
	input  [1:0] x,
	input  [2:0] y,
	input        hide,
	output image
);
reg [6:0] ss;
reg i;
always @(*) begin
	if(hide) ss <= 7'b0000000;
	else
	case (value)   
	4'h0: ss <= 7'b0111111;
	4'h1: ss <= 7'b0000110;
	4'h2: ss <= 7'b1011011;
	4'h3: ss <= 7'b1001111;
	4'h4: ss <= 7'b1100110;
	4'h5: ss <= 7'b1101101;
	4'h6: ss <= 7'b1111101;
	4'h7: ss <= 7'b0000111;
	4'h8: ss <= 7'b1111111;
	4'h9: ss <= 7'b1101111;
	4'ha: ss <= 7'b1110111;
	4'hb: ss <= 7'b1111100;
	4'hc: ss <= 7'b0111001;
	4'hd: ss <= 7'b1011110;
	4'he: ss <= 7'b1111001;
	4'hf: ss <= 7'b1110001;
	endcase
end
always @(*) begin
	case (y)
	3'd0: case (x)
				3'd0: i <= ss[0]|ss[5];
				3'd1: i <= ss[0];
				3'd2: i <= ss[0]|ss[1];
				default: i <= 1'b0;
			endcase
	3'd1: case (x)
				3'd0: i <= ss[5];
				3'd2: i <= ss[1];
				default: i <= 1'b0;
			endcase
	3'd2: case (x)
				3'd0: i <= ss[5]|ss[4]; 
				3'd1: i <= ss[6];
				3'd2: i <= ss[1]|ss[2]; 
				default: i <= 1'b0;
			endcase
	3'd3: case (x)
				3'd0: i <= ss[4];
				3'd2: i <= ss[2];
				default: i <= 1'b0;
			endcase
	3'd4: case (x)
				3'd0: i <= ss[3]|ss[4];
				3'd1: i <= ss[3];
				3'd2: i <= ss[3]|ss[2];
				default: i <= 1'b0;
			endcase
	default: i <= 1'b0;
	endcase
end
assign image = i;
endmodule
--- ./run.sh ---
#!/bin/bash
# OpenROAD 26Q1-2900-gdf79404cd8, Yosys 0.63+post, stock flow scripts
make -C /OpenROAD-flow-scripts/flow DESIGN_CONFIG=/design/flow/config.mk WORK_HOME=/design/flow/orfs finish
--- ./config.mk ---
export PLATFORM = sky130hd
export DESIGN_NAME = vgaout
export DESIGN_NICKNAME = vgaout
export VERILOG_FILES = /design/flow/design.v
export SDC_FILE = /design/flow/constraint.sdc
export NUM_CORES = 4
export LEC_CHECK = 1
export CORE_UTILIZATION = 30
--- ./constraint.sdc ---
current_design vgaout

set clk_period 16.1
set clk_io_pct 0.2

create_clock -name clk0 -period $clk_period [get_ports {clk}]

set non_clock_inputs [all_inputs -no_clocks]
set_input_delay [expr $clk_period * $clk_io_pct] -clock clk0 $non_clock_inputs
set_output_delay [expr $clk_period * $clk_io_pct] -clock clk0 [all_outputs]
==> impl_metrics.py <==
# Physical implementation metrics
metrics = {
    "clock_tree": {
        "insertion_delay_ns": 0.42,
        "clock_slew_at_the_register_clock_pins_of_the_worst_setup_and_hold_paths_ns": 0.06,
        "clock_tree_from_tritoncts": "built",
        "cts_post_setup_buffers_inserted": 0,
        "cts_max_path_buffers": 2,
        "clock-sinks": 148,
        "clock_tree.htree_level_count": 4,
        "number_of_cts_inserted_buffers": 17,
        "clockRootBuffer": "sky130_fd_sc_hd__clkbuf_16",
        "ctsHoldBuffers": 0,
        "cts_repair_resize_count": 0,
    },
    "floorplan": {
        "floorplan.die_area_um2": 25190,
        "rows": 56,
        "initCoreUtil_pct": 31.02,
        "coreArea_um2": 23750,
        "fp.dieW_um": 158.7,
        "die_height_um": 158.7,
        "ios": 115,
    },
    "global_routing": {
        "grt_pass1_wl_um": 25050,
        "antenna_found_initial": 0,
        "grt_start_max_net_pins": 80,
        "gr-usage-all-layers_pct": 12.88,
        "first_global_vias": 4952,
        "grt-ovfl-total": 0,
    },
    "power": {
        "switching_share_pct": 21.91,
        "net-switching-power_uw": 189.8,
        "power_density_nw_per_um2": 92.19,
        "power.combinational.fraction_pct": 5.1,
        "pwr-share-clk_pct": 45.1,
        "share_seq_of_total_power_pct": 49.9,
        "p_int_uw": 676.4,
        "power.static_leakage_uw": 0.003590,
        "vdd.ir_drop.worst_uv": 55.29,
    },
    "setup_path": {
        "worst_setup_path_end_kind": "flip-flop",
        "timing.setup.critical_path_class": "primary input to flip-flop",
        "critPathArrivalTime_ns": 5.48,
        "worstReg2RegStart": "vcount[8]$_SDFFCE_PN0P_",
        "critPathMaxFanout": 50,
        "worst_setup_path_startpoint": "clk_en",
        "worstPathRequired_ns": 16.16,
        "critPathLaunchType": "primary input",
    },
    "placement": {
        "port_buffers": 114,
        "gpl.final_weighted_congestion": 0.8322,
        "postPlaceCellArea_um2": 8807,
        "hpwlAfterDp_um": 10290,
    },
    "detailed_routing": {
        "route.vias.total": 5122,
        "drt_drc_violations_left": 0,
        "wirelength_routed_um": 15150,
        "drt-wirelength-per-cell_um": 13.09,
        "drtPass1Iterations": 7,
        "route.antenna.remaining_nets": 0,
        "detail_route.vias_per_cell": 4.427,
        "first_iter_violations": 360,
    },
    "logic_synthesis": {
        "synth-edff-count": 148,
        "synthesis.area_um2": 7368,
        "synth_area_leader_cell": "sky130_fd_sc_hd__edfxtp_1",
        "yosys-stat-area_um2": 7368,
        "ys_warn_count": 2,
        "flop_cell": "sky130_fd_sc_hd__edfxtp_1",
        "synth.yosys.num_cells": 721,
        "yosys.area.top_type_share_pct": 60.32,
        "synth.distinct_cells": 58,
        "numSynthFlops": 148,
        "asyncSetResetFlopFracSynth_pct": 0,
        "ys_seq_share_pct": 60.32,
        "area_leaders": "sky130_fd_sc_hd__edfxtp_1 (60%), sky130_fd_sc_hd__nand2_1 (15%), sky130_fd_sc_hd__ha_1 (3.1%)",
        "synthesis.area_per_instance_um2": 10.22,
        "syn_inst": 721,
    },
    "timing": {
        "fin_worst_skew_ns": 0.009678,
        "timing_hold_violations_final": 0,
        "post-route-min-period_ns": 5.425,
        "post-route-period-util_pct": 33.70,
        "worst_slew_pin_slew_ns": 0.8816,
        "finish_stage_setup_viols": 0,
        "timing.final.max_slew_violations": 0,
        "grt_setup_unrepaired": "no",
        "timing.max_slew.rel_slack_pct": 40.77,
        "finalSetupTns_ns": 0,
        "achievable-frequency_mhz": 184.3,
    },
    "final_layout": {
        "layout_top_cells_excl_fill_tap": "sky130_fd_sc_hd__nand2_1 (299), sky130_fd_sc_hd__edfxtp_1 (148), sky130_fd_sc_hd__clkdlybuf4s50_1 (114)",
        "areaGrowthSynthToFinish_pct": 27.51,
        "post_route_cells_drive_above_1_share_pct": 7.168,
        "final_common_cell": "sky130_fd_sc_hd__nand2_1",
        "final_area_um2": 9395,
        "n_fill_cell": 2283,
    },
    "run": {
        "max_cap_violations": 0,
        "tool_warnings": 37,
    },
    "worst_hold_path": {
        "hold_start": "r1[27]$_DFFE_PP_",
        "hp-class": "flip-flop to flip-flop",
    },
    "outcome": {
        "result_of_the_run": "finished clean",
    },
}
-- cells in the mapped netlist (3+ instances only) --
library cell	number
sky130_fd_sc_hd__a21oi_1	6
sky130_fd_sc_hd__a31oi_1	4
sky130_fd_sc_hd__and2_1	4
sky130_fd_sc_hd__and3_1	6
sky130_fd_sc_hd__buf_1	3
sky130_fd_sc_hd__buf_2	5
sky130_fd_sc_hd__buf_4	5
sky130_fd_sc_hd__clkbuf_1	22
sky130_fd_sc_hd__edfxtp_1	148
sky130_fd_sc_hd__ha_1	18
sky130_fd_sc_hd__inv_1	18
sky130_fd_sc_hd__mux2_2	5
sky130_fd_sc_hd__mux2i_1	7
sky130_fd_sc_hd__nand2_1	299
sky130_fd_sc_hd__nand3_1	14
sky130_fd_sc_hd__nand4_1	13
sky130_fd_sc_hd__nor2_1	46
sky130_fd_sc_hd__nor2b_1	5
sky130_fd_sc_hd__nor3_1	10
sky130_fd_sc_hd__nor4_1	5
sky130_fd_sc_hd__o21ai_0	4
sky130_fd_sc_hd__or3_1	4
sky130_fd_sc_hd__xnor2_1	14
sky130_fd_sc_hd__xor2_1	12
-- flip-flops by register name, indices dropped and copies added, names as in the netlist --
name      cells
hcount       12
de            1
r             1
hs            1
r2           32
b             2
vscr          1
r4            8
r3           32
hscr          1
vcount       12
yr            4
g             1
r1           32
nextline      1
xr            6
vs            1
-- final timing paths --
| check | endpoint | slack, ns | depth (start not counted) |
|---|---|---|---|
| setup / recovery | r2[23]$_DFFE_PP_ | 10.68 | 6 |
| hold / removal | r1[31]$_DFFE_PP_ | 0.51 | 2 |
| setup reg to reg | g[0]$_SDFFCE_PP0P_ | 12.37 | 10 |
| hold reg to reg | r1[31]$_DFFE_PP_ | 0.51 | 2 |
-- metrics by stage --
stage	total power (µW)	util [%]	instances	hold WS, ns	setup slack [ns]
5_1_grt	899.0	39.54	1156	0.5221	10.53
3_3_place_gp	484.2	37.08	1124	0.4941	10.20
2_1_floorplan	452.7	-	721	0.4905	5.723
6_report	866.1	39.55	1157	0.5094	10.68
3_5_place_dp	484.1	37.08	1124	0.4982	10.22
4_1_cts	876.7	39.54	1156	0.5133	10.65
-- worst max-delay path, stage by stage --
cell	delay, ns
sky130_fd_sc_hd__clkdlybuf4s50_1	0.46
sky130_fd_sc_hd__buf_4	0.28
sky130_fd_sc_hd__o211ai_1	0.21
sky130_fd_sc_hd__o21ai_4	0.16
sky130_fd_sc_hd__buf_4	0.53
sky130_fd_sc_hd__buf_4	0.57
-- logic make-up after synthesis --
family / share of synthesized area (%)
flops: 60.32
fa+ha+maj: 3.057
mux: 1.715
compound gates: 4.517
simple gates: 24.11
buf+inv: 3.192
xor+xnor: 3.091
-- routing by layer --
metal | track usage, % | routed length [µm] | vias to the layer above
met5 | 0 | 0 | -
met4 | 0.9709 | 52 | 0
met3 | 5.218 | 1360 | 2
met2 | 18.64 | 6604 | 135
met1 | 19.79 | 7129 | 2308
li1 | - | - | 2677
-- layout make-up --
| type | count | area [µm²] | area share, % |
|---|---|---|---|
| antenna | 1 | 2.502 | 0.02663 |
| timing repair buffer | 120 | 1186 | 12.62 |
| multi-input combinational | 519 | 2710 | 28.85 |
| sequential | 148 | 4444 | 47.30 |
| tap | 319 | 399.1 | 4.248 |
| clock inverter | 15 | 160.2 | 1.705 |
| inverter | 18 | 67.56 | 0.7191 |
| clock buffer | 17 | 425.4 | 4.528 |
-- power groups by stage --
stage     Sequential, µW  Combinational [µW]  Clock, µW
6_report             432                44.0        390
4_1_cts              432                44.3        401
5_1_grt              433                48.2        418
No activity file was given, so power comes from the tool's default toggle rates.
